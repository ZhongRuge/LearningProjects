**design/flow/config.mk**
```make
export PLATFORM = sky130hd
export DESIGN_NAME = i2c_control
export DESIGN_NICKNAME = i2c_control
export VERILOG_FILES = /design/flow/design.v
export SDC_FILE = /design/flow/constraint.sdc
export NUM_CORES = 4
export LEC_CHECK = 1
export CORE_UTILIZATION = 50
```
**design/flow/constraint.sdc**
```tcl
current_design i2c_control

set clk_period 5.4
set clk_io_pct 0.2

create_clock -name clk0 -period $clk_period [get_ports {Clk}]

set non_clock_inputs [all_inputs -no_clocks]
set_input_delay [expr $clk_period * $clk_io_pct] -clock clk0 $non_clock_inputs
set_output_delay [expr $clk_period * $clk_io_pct] -clock clk0 [all_outputs]
```
**design/flow/design.v**
```verilog
`timescale 1ns / 1ps
module i2c_bit_shift(
    input Clk,
    input Rst_n,
    input [5:0] Cmd,
    input [7:0] Tx_DATA,
    input Go,  
    output reg ack_o,  
    output reg [7:0] Rx_DATA,
    output reg Trans_Done,
    output reg i2c_sclk,
    inout i2c_sdat
    );
    reg i2c_sdat_o;  
    reg i2c_sdat_oe;  
    assign i2c_sdat = i2c_sdat_oe ? i2c_sdat_o : 1'bz;  
    parameter SYS_CLOCK = 50_000_000;  
    parameter I2C_CLOCK = 400_000;  
    parameter SCL_CNT_M = SYS_CLOCK / (I2C_CLOCK * 4) - 1;
    localparam
		WR   = 6'b000001,    
		STA  = 6'b000010,    
		RD   = 6'b000100,    
		STO  = 6'b001000,    
		ACK  = 6'b010000,    
		NACK = 6'b100000;    
    reg [19:0] div_cnt;
    reg en_div_cnt;  
    always @(posedge Clk or negedge Rst_n) begin
        if (!Rst_n) begin
            div_cnt <= 20'd0;
        end else if (en_div_cnt) begin
            if (div_cnt == SCL_CNT_M) begin
                div_cnt <= 20'd0;
            end else begin
                div_cnt <= div_cnt + 1'b1;
            end
        end else begin
            div_cnt <= 20'd0;
        end
    end
    wire sClk_plus = (div_cnt == SCL_CNT_M);
    reg [7:0] state;
	localparam
		IDLE      = 8'b00000001,    
		GEN_STA   = 8'b00000010,    
		WR_DATA   = 8'b00000100,    
		RD_DATA   = 8'b00001000,    
		CHECK_ACK = 8'b00010000,    
		GEN_ACK   = 8'b00100000,    
		GEN_STO   = 8'b01000000;    
    reg [4:0] cnt;  
    always @(posedge Clk or negedge Rst_n) begin
        if(!Rst_n) begin
            state <= IDLE;
            Rx_DATA <= 8'd0;
            i2c_sdat_oe <= 1'b0;
            en_div_cnt <= 1'b0;
            i2c_sdat_o <= 1'b1;
            Trans_Done <= 1'b0;
            ack_o <= 1'b0;
            cnt <= 5'd0;
        end
        else begin
            case (state)
                IDLE: begin
					Trans_Done <= 1'b0;
					i2c_sdat_oe <= 1'd1;
					if (Go) begin
						en_div_cnt <= 1'b1;
						if(Cmd & STA)
							state <= GEN_STA;
						else if(Cmd & WR)
							state <= WR_DATA;
						else if(Cmd & RD)
							state <= RD_DATA;
						else
							state <= IDLE;
					end else begin
						en_div_cnt <= 1'b0;
						state <= IDLE;
					end
                end
                GEN_STA: begin
                    if (sClk_plus) begin
                        if (cnt == 3)
                            cnt <= 0;
                        else
                            cnt <= cnt + 1'b1;
                        case (cnt)
                            0: begin i2c_sdat_o <= 1'b1; i2c_sdat_oe <= 1'b1; end
                            1: begin i2c_sclk <= 1'b1; end
                            2: begin i2c_sdat_o <= 1'b0; i2c_sclk <= 1'b1; end
                            3: begin i2c_sclk <= 1'b0; end
                            default: begin i2c_sdat_o <= 1'b1; i2c_sclk <= 1'b1; end
                        endcase
                        if (cnt == 3) begin
                            if (Cmd & WR)
                                state <= WR_DATA;
                            else if (Cmd & RD)
                                state <= RD_DATA;
                            else
                                state <= IDLE;
                        end
                    end
                end
                WR_DATA: begin
                    if (sClk_plus) begin
                        if (cnt == 31)
                            cnt <= 0;
                        else
                            cnt <= cnt + 1'b1;
						case(cnt)
							0,4,8,12,16,20,24,28:begin i2c_sdat_o <= Tx_DATA[7-cnt[4:2]]; i2c_sdat_oe <= 1'd1;end	 
							1,5,9,13,17,21,25,29:begin i2c_sclk <= 1;end	 
							2,6,10,14,18,22,26,30:begin i2c_sclk <= 1;end	 
							3,7,11,15,19,23,27,31:begin i2c_sclk <= 0;end	 
							default:begin i2c_sdat_o <= 1; i2c_sclk <= 1;end
						endcase
                        if (cnt == 31) begin
                            state <= CHECK_ACK;
                        end
                    end
                end
                CHECK_ACK: begin
                    if (sClk_plus) begin
                        if (cnt == 3)
                            cnt <= 0;
                        else
                            cnt <= cnt + 1'b1;
                        case (cnt)
                            0: begin i2c_sdat_oe <= 1'b0; i2c_sclk <= 1'b0; end
                            1: begin i2c_sclk <= 1'b1; end
                            2: begin ack_o <= i2c_sdat; i2c_sclk <= 1'b1; end
                            3: begin i2c_sclk <= 1'b0; end
                            default: begin i2c_sdat_o <= 1'b1; i2c_sclk <= 1'b1; end
                        endcase
                        if (cnt == 3) begin
                            if (Cmd & STO)
                                state <= GEN_STO;
                            else begin
                                state <= IDLE;
                                Trans_Done <= 1'b1;
                            end
                        end
                    end
                end
                GEN_STO: begin
                    if (sClk_plus) begin
                        if (cnt == 3)
                            cnt <= 0;
                        else
                            cnt <= cnt + 1'b1;
                        case (cnt)
                            0: begin i2c_sdat_o <= 1'b0; i2c_sdat_oe <= 1'b1; end
                            1: begin i2c_sclk <= 1'b1; end
                            2: begin i2c_sdat_o <= 1'b1; i2c_sclk <= 1'b1; end
                            3: begin i2c_sclk <= 1'b1; end
                            default: begin i2c_sdat_o <= 1'b1; i2c_sclk <= 1'b1; end
                        endcase
                        if (cnt == 3) begin
                            state <= IDLE;
                            Trans_Done <= 1'b1;
                        end
                    end
                end
                RD_DATA: begin
                    if (sClk_plus) begin
                        if (cnt == 31)
                            cnt <= 0;
                        else
                            cnt <= cnt + 1'b1;
                        case (cnt)
                            0,4,8,12,16,20,24,28: begin i2c_sdat_oe <= 1'b0; i2c_sclk <= 0; end  
                            1,5,9,13,17,21,25,29: begin i2c_sclk <= 1'b1; end  
                            2,6,10,14,18,22,26,30: begin i2c_sclk <= 1'b1; Rx_DATA <= {Rx_DATA[6:0], i2c_sdat}; end  
                            3,7,11,15,19,23,27,31: begin i2c_sclk <= 1'b0; end  
                            default: begin i2c_sdat_o <= 1'b1; i2c_sclk <= 1'b1; end
                        endcase
                        if (cnt == 31) begin
                            state <= GEN_ACK;
                        end
                    end
                end
                GEN_ACK: begin
                    if (sClk_plus) begin
                        if (cnt == 31)
                            cnt <= 0;
                        else
                            cnt <= cnt + 1'b1;
                        case (cnt)
                            0: begin 
                                i2c_sdat_oe <= 1'b1;  
                                i2c_sclk <= 1'b0;
                                if (Cmd & ACK)
                                    i2c_sdat_o <= 1'b0;  
                                else if (Cmd & NACK)
                                    i2c_sdat_o <= 1'b1;  
                            end
                            1: begin i2c_sclk <= 1'b1; end
                            2: begin i2c_sclk <= 1'b1; end
                            3: begin i2c_sclk <= 1'b0; end
                            default: begin i2c_sdat_o <= 1'b1; i2c_sclk <= 1'b1; end
                        endcase
                        if (cnt == 3) begin
                            if (Cmd & STO)
                                state <= GEN_STO;
                            else begin
                                state <= IDLE;
                                Trans_Done <= 1'b1;
                            end
                        end
                    end
                end
                default: state <= IDLE;
            endcase
        end
    end
endmodule
`timescale 1ns / 1ps
module i2c_control(
	input  Clk,
	input  Rst_n,
	input  wrreg_req,       
	input  rdreg_req,       
	input  [15:0] addr,     
	input  addr_mode,       
	input  [7:0] wrdata,    
	output reg [7:0] rddata,  
	input  [7:0] device_id, 
	output reg RW_Done,     
	output reg ack,         
	output i2c_sclk,
	inout  i2c_sdat
);
	reg  [5:0] Cmd;         
	reg  [7:0] Tx_DATA;     
	wire Trans_Done;        
	wire ack_o;             
	reg  Go;                
	wire [15:0] reg_addr;   
	wire [7:0]  Rx_DATA;    
	assign reg_addr = addr_mode ? addr : {addr[7:0], addr[15:8]};
	localparam
		WR   = 6'b000001,    
		STA  = 6'b000010,    
		RD   = 6'b000100,    
		STO  = 6'b001000,    
		ACK  = 6'b010000,    
		NACK = 6'b100000;    
	i2c_bit_shift u_i2c_bit_shift(
		.Clk(Clk),
		.Rst_n(Rst_n),
		.Cmd(Cmd),
		.Go(Go),
		.Rx_DATA(Rx_DATA),
		.Tx_DATA(Tx_DATA),
		.Trans_Done(Trans_Done),
		.ack_o(ack_o),
		.i2c_sclk(i2c_sclk),
		.i2c_sdat(i2c_sdat)
	);
	reg [6:0] state;
	reg [7:0] cnt;         
	localparam
		IDLE         = 7'b0000001,    
		WR_REG       = 7'b0000010,    
		WAIT_WR_DONE = 7'b0000100,    
		WR_REG_DONE  = 7'b0001000,    
		RD_REG       = 7'b0010000,    
		WAIT_RD_DONE = 7'b0100000,    
		RD_REG_DONE  = 7'b1000000;    
	always @(posedge Clk or negedge Rst_n) begin
		if (!Rst_n) begin
			Cmd     <= 6'd0;
			Tx_DATA <= 8'd0;
			Go      <= 1'b0;
			rddata  <= 8'd0;
			state   <= IDLE;
			ack     <= 1'b0;
			RW_Done <= 1'b0;
			cnt     <= 8'd0;
		end else begin
			case (state)
				IDLE: begin
					cnt     <= 0;
					ack     <= 0;
					RW_Done <= 1'b0;
					if (wrreg_req)
						state <= WR_REG;
					else if (rdreg_req)
						state <= RD_REG;
					else
						state <= IDLE;
				end
				WR_REG: begin
					state <= WAIT_WR_DONE;
					case (cnt)
						0: write_byte(WR | STA, device_id);           
						1: write_byte(WR, reg_addr[15:8]);            
						2: write_byte(WR, reg_addr[7:0]);             
						3: write_byte(WR | STO, wrdata);              
						default: ;
					endcase
				end
				WAIT_WR_DONE: begin
					Go <= 1'b0;
					if (Trans_Done) begin
						ack <= ack | ack_o;  
						case (cnt)
							0: begin cnt <= 1; state <= WR_REG; end
							1: begin
									state <= WR_REG;
									if (addr_mode)
										cnt <= 2;    
									else
										cnt <= 3;    
								end
							2: begin cnt <= 3; state <= WR_REG; end
							3: state <= WR_REG_DONE;
							default: state <= IDLE;
						endcase
					end
				end
				WR_REG_DONE: begin
					RW_Done <= 1'b1;
					state   <= IDLE;
				end
				RD_REG: begin
					state <= WAIT_RD_DONE;
					case (cnt)
						0: write_byte(WR | STA, device_id);           
						1: write_byte(WR, reg_addr[15:8]);            
						2: write_byte(WR, reg_addr[7:0]);             
						3: write_byte(WR | STA, device_id | 8'd1);    
						4: read_byte(RD | NACK | STO);                
						default: ;
					endcase
				end
				WAIT_RD_DONE: begin
					Go <= 1'b0;
					if (Trans_Done) begin
						if (cnt <= 3)
							ack <= ack | ack_o;
						case (cnt)
							0: begin cnt <= 1; state <= RD_REG; end
							1: begin
									state <= RD_REG;
									if (addr_mode)
										cnt <= 2;
									else
										cnt <= 3;
								end
							2: begin cnt <= 3; state <= RD_REG; end
							3: begin cnt <= 4; state <= RD_REG; end
							4: state <= RD_REG_DONE;
							default: state <= IDLE;
						endcase
					end
				end
				RD_REG_DONE: begin
					RW_Done <= 1'b1;
					rddata  <= Rx_DATA;
					state   <= IDLE;
				end
				default: state <= IDLE;
			endcase
		end
	end
	task read_byte;
		input [5:0] Ctrl_Cmd;
		begin
			Cmd <= Ctrl_Cmd;
			Go  <= 1'b1;
		end
	endtask
	task write_byte;
		input [5:0] Ctrl_Cmd;
		input [7:0] Wr_Byte_Data;
		begin
			Cmd     <= Ctrl_Cmd;
			Tx_DATA <= Wr_Byte_Data;
			Go      <= 1'b1;
		end
	endtask
endmodule
```
**design/flow/run.sh**
```bash
#!/bin/bash
# OpenROAD 26Q1-2900-gdf79404cd8, Yosys 0.63+post, stock flow scripts
make -C /OpenROAD-flow-scripts/flow DESIGN_CONFIG=/design/flow/config.mk WORK_HOME=/design/flow/orfs finish
```
==> Slide: Implementation Results <==
Run Summary

Synth
  • Number of enable flip-flop cells: 1
  • Compound Share, Synth: 15.0%
  • Post-synth regs: approximately 80
  • Top FF cell, synth: dfrtp_1
  • Post-Syn Instances: about 440
  • Adder share: around 2.0%
  • Yosys stat cell total: 441
  • Post-synth seq share: between 40% and 50%
  • Mux contribution to synthesized area: between 10% and 20%
  • XORs/XNORs by Area: roughly 3.7%
  • Asr flop ratio synth: 98.8%
  • Yosys warning tally: 3
  • Synth logic family: simple AND/OR/NAND/NOR gates
  • Syn_area_per_cell: 9.73 sq um
  • Simple Share, Synth: a little under a fifth
  • YS chip area: between 0.004 and 0.005 sq mm
  • Mapped cell area: 0.00429 sq mm
  • Library cells used by synthesis: a little under 60

Place
  • GPL Wtd Cong: 0.867
  • Setup slack at placement: ~2.2 ns
  • DPL Wire Length: 6.45 mm
  • Placed Cells: between 500 and 600
  • Port buffer count: between 40 and 50

Die
  • Total I/O pin count: around 50
  • Die Wd: about 95 microns
  • Cell Rows: 33
  • Die Y: between 90 and 100 microns
  • FP Core Util: between 50% and 60%

Clocking
  • CTS Buf Count: 9
  • Clk root buf: clkbuf_8
  • Sink Count: 80
  • H-tree levels: 3
  • Deepest clock path buffer count: 2
  • Post-CTS Resized: 0
  • Post-CTS setup buffer count: 0
  • Hold-fix buffers at CTS: 0

Outcome
  • Stop err: [error] [KeplerFormal.cpp:679] Workflow failed: Iso has multiple drivers: .i2c_sdat0, i2c_sdat$_DFFE_PN1P_.Q0
  • Failing step: clock tree synthesis
  • Status: did not finish
metrics by stage:
| stage | hold WS, ns | area, sq um | total power, W |
|---|---|---|---|
| after detailed placement | 0.456 | 4840 | 0.000694 |
| after global placement | 0.455 | 4840 | 0.000693 |
| after floorplan | 0.427 | 4290 | 0.000647 |
cells in the mapped netlist (3+ instances only):
| cell | instances | area (sq um) |
|---|---|---|
| a22oi_1 | 8 | 60.1 |
| nand2_1 | 44 | 165 |
| a21o_1 | 3 | 22.5 |
| o22ai_1 | 11 | 68.8 |
| xor2_1 | 7 | 61.3 |
| nand3_1 | 15 | 75.1 |
| and3_1 | 3 | 18.8 |
| a21oi_1 | 17 | 85.1 |
| nor3_1 | 10 | 50.1 |
| mux2_2 | 36 | 405 |
| nand3b_1 | 4 | 30.0 |
| clkbuf_1 | 19 | 71.3 |
| nand2b_1 | 5 | 31.3 |
| nor2_1 | 47 | 176 |
| dfstp_2 | 4 | 105 |
| inv_1 | 16 | 60.1 |
| or4_1 | 3 | 22.5 |
| a22o_1 | 4 | 35.0 |
| dfrtp_1 | 75 | 1880 |
| ha_1 | 7 | 87.6 |
| o21ai_0 | 38 | 190 |
| xnor2_1 | 11 | 96.3 |
| a31oi_1 | 4 | 25.0 |
| mux2i_1 | 5 | 50.1 |
| nand4_1 | 4 | 25.0 |
| a32o_1 | 3 | 30.0 |
logic make-up after synthesis:
kind of cell | count (synthesis)
AOI/OAI and AO/OA | 102
xor gates and xnor gates | 18
adders and majority gates | 7
buffers and inverters | 36
DFF | 80
muxes | 41
and+or+nand+nor | 157
Power is estimated from default activity; no workload was simulated.

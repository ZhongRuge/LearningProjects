### /design/flow/run.sh
#!/bin/bash
# OpenROAD 26Q1-2900-gdf79404cd8, Yosys 0.63+post, stock flow scripts
make -C /OpenROAD-flow-scripts/flow DESIGN_CONFIG=/design/flow/config.mk WORK_HOME=/design/flow/orfs finish
### /design/flow/config.mk
export PLATFORM = sky130hd
export DESIGN_NAME = VGA_ctrl
export DESIGN_NICKNAME = VGA_ctrl
export VERILOG_FILES = /design/flow/design.v
export SDC_FILE = /design/flow/constraint.sdc
export NUM_CORES = 4
export LEC_CHECK = 1
export CORE_UTILIZATION = 40
### /design/flow/constraint.sdc
current_design VGA_ctrl

set clk_period 4.6
set clk_io_pct 0.2

create_clock -name clk0 -period $clk_period [get_ports {clk}]

set non_clock_inputs [all_inputs -no_clocks]
set_input_delay [expr $clk_period * $clk_io_pct] -clock clk0 $non_clock_inputs
set_output_delay [expr $clk_period * $clk_io_pct] -clock clk0 [all_outputs]
### /design/flow/design.v
`timescale 1ns / 1ps
module VGA_ctrl(
    input clk,
    input rst_n,
    input [23:0] pixel_data,  
    output reg data_req,  
    output reg [11:0] Hcounter,  
    output reg [11:0] Vcounter,   
    output reg VGA_HS,
    output reg VGA_VS,
    output reg VGA_BLK,  
    output reg [23:0]VGA_RGB,
    output VGA_CLK
    );
    reg [11:0] HS_counter;
    reg [11:0] VS_counter;
    localparam HSYNC_PLUSE_BEGIN = 0;  
    localparam HSYNC_PLUSE_END = 12'd128;  
    localparam HSYNC_DATA_BEGIN = 12'd128 + 12'd0 + 12'd88;  
    localparam HSYNC_DATA_END = 12'd128 + 12'd0 + 12'd88 + 12'd800;  
    localparam HSYNC_END = 12'd1056;  
    localparam VSYNC_PLUSE_BEGIN = 0;  
    localparam VSYNC_PLUSE_END = 12'd2;  
    localparam VSYNC_DATA_BEGIN = 12'd2 + 12'd8 + 12'd25;  
    localparam VSYNC_DATA_END = 12'd2 + 12'd8 + 12'd25 + 12'd480;  
    localparam VSYNC_END = 12'd525;  
    always @(posedge clk or negedge rst_n) begin
        if(!rst_n) begin
            HS_counter <= 0;
        end
        else if(HS_counter == HSYNC_END - 1) begin
            HS_counter <= 0;
        end
        else begin
            HS_counter <= HS_counter + 1;
        end
    end
    always @(posedge clk)
        VGA_HS <= (HS_counter >= HSYNC_PLUSE_BEGIN && HS_counter < HSYNC_PLUSE_END) ? 0 : 1;
    always @(posedge clk or negedge rst_n) begin
        if(!rst_n) begin
            VS_counter <= 0;
        end
        else if(HS_counter == HSYNC_END - 1) begin
            if(VS_counter == VSYNC_END - 1) begin
                VS_counter <= 0;
            end
            else begin
                VS_counter <= VS_counter + 1;
            end
        end
    end
    always @(posedge clk)
        VGA_VS <= (VS_counter >= VSYNC_PLUSE_BEGIN && VS_counter < VSYNC_PLUSE_END) ? 0 : 1;
    always @(posedge clk or negedge rst_n) begin
        if(!rst_n) begin
            data_req <= 1'b0;
        end
        else begin
            data_req <= (HS_counter >= HSYNC_DATA_BEGIN && HS_counter < HSYNC_DATA_END &&
                         VS_counter >= VSYNC_DATA_BEGIN && VS_counter < VSYNC_DATA_END) ? 1'b1 : 1'b0;
        end
    end
    always @(posedge clk)
        VGA_BLK <= data_req;
    always @(posedge clk)
        VGA_RGB <= VGA_BLK ? pixel_data : 0;
    always @(posedge clk) begin
        Hcounter <= data_req ? (HS_counter - HSYNC_DATA_BEGIN) : 0;
    end
    always @(posedge clk) begin
        Vcounter <= data_req ? (VS_counter - VSYNC_DATA_BEGIN) : 0;
    end
    assign VGA_CLK = !clk;
endmodule
==> impl_metrics.csv <==
group,metric,value,unit
logic_synthesis,ys_types,44,
floorplan,pin_count,79,
setup_path,path_class,"clk -> out",
floorplan,chip_area,7930,um2
finish,seqCellArea,1650,um2
logic_synthesis,syn_area,3030,um2
finish,area_growth_syn_to_layout,33.8,%
clock_network,numCtsBuffers,9,
flow_run,maxCapViolations,0,
place,gp_congestion,0.809,
finish,finalNonFillerCells,464,
setup_path,rr_endpoint,"VS_counter[7]",
setup_path,reg2reg_depth,5,
floorplan,num_rows,31,
drt,diodes,0,
timing,finalSetupViolCount,0,
timing,worst_pin_slew,0.746,ns
drt,wirelength,6140,um
pwr,irDropWorstVdd,211,uV
clock_network,cts_buffer_depth,2,
global_routing,grt_overflow,0,
finish,drive_gt1_share,6.85,%
flow_run,warnings,28,
place,portBuffers,78,
setup_path,endpoint_kind,"primary output",
setup_path,critPathRequiredTime,3.68,ns
global_routing,grt_pass1_wl,9870,um
place,dp_hpwl,4290,um
logic_synthesis,avgSynthCellArea,10.4,um2
finish,fin_util,55.6,%
drt,vias,2229,
clock_network,cts_resized,0,
logic_synthesis,ff_type,"dfxtp_1",
setup_path,crit_path_start,"clk",
clock_network,cts_tree,"done",
global_routing,grt_max_degree,27,
logic_synthesis,synth_warnings,1,
pwr,power_density,313,nW/um2
logic_synthesis,edf_count,0,
setup_path,start_kind,"clock port",
drt,ant_nets,0,
clock_network,cts-htree-levels,3,
timing,rsz0062_at_grt,"no",
drt,drt-initial-drc-count,80,
finish,fin_area,4050,um2
floorplan,fp_util,41.6,%
clock_network,hold_buffers,0,
min_path,min_from,"HS_counter[0]",
timing,clock_skew,0.00880,ns
floorplan,die_w,89.0,um
timing,final.setup.tns,0,ns
min_path,hold_depth,1,
drt,drtPass1Iterations,4,
min_path,hold_path.class,"reg -> reg",
logic_synthesis,ys_cells,291,
timing,maxSlewViolCount,0,
drt,remaining_drc_errors,0,
logic_synthesis,synth_cells,291,
finish,combGateArea,1230,um2
logic_synthesis,synth_flops,76,
timing,hold_viol_final,0,
finish,nFillCells,638,
setup_path,ff2ff_setup_slack,2.45,ns
logic_synthesis,synth_seq_share,54.3,%
place,placed_area,3810,um2
timing,slew_headroom,49.6,%
floorplan,core_area,7290,um2
global_routing,grt_pass1_vias,2041,
status,status,"finished, final reports clean",
global_routing,track_usage,16.6,%
drt,wire_per_inst,13.2,um
setup_path,regToRegStartpoint,"HS_counter[0]",
logic_synthesis,yosys_area,3030,um2
global_routing,antenna_found_initial,0,
min_path,min_to,"HS_counter[0]",
floorplan,die_h,89.0,um
logic_synthesis,async_flop_share,32.9,%
clock_network,cts_setup_buffers,0,
clock_network,insertion_delay,0.35,ns
clock_network,cts-root-buf,"clkbuf_8",
place,dp_cells,448,
clock_network,clk_pin_slew,0.08,ns
setup_path,cp_data_arrival_time,3.13,ns
pwr,p_leak,1.63,nW
drt,viasPerCell,4.80,
setup_path,crit_fanout,14,
[critical path: stages]
cell and delay (ns):
clkbuf_8 0.16, clkbuf_8 0.17, inv_1 0.05, clkdlybuf4s50_1 0.44
[worst max-delay path by stage]
stage	to	slack, ns	cells past startpoint
after CTS	VGA_CLK	0.53	4
after global routing	VGA_CLK	0.50	4
final	VGA_CLK	0.55	4
[stage by stage]
step | setup slack, ns | hold slack [ns] | power (mW)
after floorplan | 1.37 | 0.416 | 0.677
after global placement | 0.917 | 0.481 | 0.718
after detailed placement | 0.917 | 0.492 | 0.718
after CTS | 0.531 | 0.504 | 1.29
after global routing | 0.498 | 0.519 | 1.32
final | 0.553 | 0.504 | 1.27
[placed cells by master, fill, tap and decap left out, types with 2 or more instances in the layout]
master,Yosys,final
nor3_1,4,4
o21ai_0,11,11
inv_1,8,8
or3_1,3,3
nor2_1,9,9
and2_1,47,47
nand2_1,15,15
ha_1,4,4
a21oi_1,10,10
clkdlybuf4s50_1,0,78
clkbuf_16,0,3
nand4_1,5,5
dfxtp_1,51,51
inv_6,0,2
a31oi_1,2,2
a21boi_0,2,2
nand3_1,15,15
nor4b_2,2,2
dfrtp_1,25,25
clkbuf_8,0,10
nor4_1,4,4
xor2_1,12,12
xnor2_1,14,14
and3_1,6,6
mux2i_1,2,2
a2111oi_2,2,2
[cell families (layout without fill, tap and decap cells)]
| group | count (synthesis) | in the layout | share of synthesized area (%) |
|---|---|---|---|
| AOI/OAI and AO/OA | 32 | 32 | 6.85 |
| DFF | 76 | 76 | 54.3 |
| adders and majority gates | 4 | 4 | 1.65 |
| buffers and inverters | 29 | 103 | 5.20 |
| muxes | 2 | 2 | 0.661 |
| and+or+nand+nor | 122 | 122 | 23.8 |
| xor gates and xnor gates | 26 | 26 | 7.51 |
[Yosys cell counts (all sizes together) (5+ instances only)]
master / n / area, um2
nand3: 15 / 75.1
and2: 47 / 294
and3: 7 / 45.1
nand4: 5 / 31.3
inv: 8 / 30.0
dfxtp: 51 / 1020
dfrtp: 25 / 626
a21oi: 10 / 50.1
o21ai: 11 / 55.1
xnor2: 14 / 123
clkbuf: 7 / 27.5
buf: 14 / 100
nand2: 15 / 56.3
nor2: 9 / 33.8
xor2: 12 / 105
[layout make-up]
type / instances / share of cell area (%)
clock buffer: 14 / 5.49
clock inverter: 4 / 0.741
inverter: 7 / 0.648
multi-input combinational: 186 / 30.2
sequential: 76 / 40.6
tap: 99 / 3.06
timing repair buffer: 78 / 19.2
[metal layers]
metal	share of wire [%]	GRT usage, %	wire length (um)	vias up
met1	47	25.1	2900	1021
met4	1.2	1.88	76	0
met5	0	0	0	-
met2	40	24.8	2480	91
li1	-	-	-	1111
met3	11	5.71	688	6
[flip-flops by register name (all words and copies together) (netlist names), 12 cells and up]
register    cells
Vcounter       12
HS_counter     12
VS_counter     12
Hcounter       12
VGA_RGB        24
[report_power, final]
part,total [mW],switching [mW],internal [mW]
clock,0.582,0.253,0.330
sequential,0.661,0,0.661
combinational,0.0254,0.00662,0.0187
Power figures rest on the tool's default switching activity, not on a simulated workload.
